File: /design/flow/config.mk
export PLATFORM = sky130hd
export DESIGN_NAME = PE
export DESIGN_NICKNAME = PE
export VERILOG_FILES = /design/flow/design.v
export SDC_FILE = /design/flow/constraint.sdc
export NUM_CORES = 4
export LEC_CHECK = 1
export CORE_UTILIZATION = 30
File: /design/flow/constraint.sdc
current_design PE

set clk_period 7.1
set clk_io_pct 0.2

create_clock -name clk0 -period $clk_period [get_ports {clock}]

set non_clock_inputs [all_inputs -no_clocks]
set_input_delay [expr $clk_period * $clk_io_pct] -clock clk0 $non_clock_inputs
set_output_delay [expr $clk_period * $clk_io_pct] -clock clk0 [all_outputs]
File: /design/flow/design.v
module PE(
  input         clock,
  input         reset,
  input         io_en_weight_pass,
  input         io_en_weight_capture,
  input  [7:0]  io_in_act,
  input  [15:0] io_in_psum,
  output [7:0]  io_out_act,
  output [15:0] io_out_psum
);
  reg [7:0] weight_reg;  
  reg [7:0] out_act_reg;  
  reg [15:0] out_psum_reg;  
  wire [15:0] _T_1 = io_in_act * weight_reg;  
  wire [15:0] _T_3 = _T_1 + io_in_psum;  
  assign io_out_act = out_act_reg;  
  assign io_out_psum = out_psum_reg;  
  always @(posedge clock) begin
    if (reset) begin
      weight_reg <= 8'h0;
    end else if (io_en_weight_pass) begin
      if (io_en_weight_capture) begin
        weight_reg <= io_in_psum[7:0];
      end
    end
    if (reset) begin
      out_act_reg <= 8'h0;
    end else if (io_en_weight_pass) begin
      out_act_reg <= 8'h0;
    end else begin
      out_act_reg <= io_in_act;
    end
    if (reset) begin
      out_psum_reg <= 16'h0;
    end else if (io_en_weight_pass) begin
      out_psum_reg <= io_in_psum;
    end else begin
      out_psum_reg <= _T_3;
    end
  end
endmodule
File: /design/flow/run.sh
#!/bin/bash
# OpenROAD 26Q1-2900-gdf79404cd8, Yosys 0.63+post, stock flow scripts
make -C /OpenROAD-flow-scripts/flow DESIGN_CONFIG=/design/flow/config.mk WORK_HOME=/design/flow/orfs finish
==> job_summary.md <==
### Metrics collected by this job

| Metric | Value |
|---|---|
| Status | complete, no violations |
| Worst Hold Depth | 2 |
| # rows | 39 |
| Drt pass-1 iters | 21 |
| Peak supply drop | 95.2 uV |
| Worst-Margin Slew | 0.396 ns |
| Minimum clock period | roughly 6.1 ns |
| Gp weighted congestion | 0.877 |
| Hold Crit Start | weight_reg[3] |
| Avg WL per Cell | 12.1 microns |
| Syn avg cell area | 8.61 sq um |
| DRT iter0 DRCs | 135 |
| Final Hold Viols | 0 |
| Core area | 11500 sq um |
| Fillers | 1170 |
| Post-synth EDFFs | 0 |
| Sw Pwr | ~220 uW |
| Cycle use final | 0.859 |
| Vias/cell | 4.63 |
| First-pass GRT wire length | 12600 microns |
| Max reg flops | 16 |
| Pwr Density | 156 nW/um^2 |
| Chip area | around 12000 sq um |
| RSZ-0062 raised after global routing | false |
| DRC viols | 0 |
| Num CTS Buffers | 5 |
| Slew headroom | 0.735 |
| Hold buffers post-CTS | 0 |
| Synth flops | 32 |
| Synth Flop Type | dfxtp_1 |
| Switching Share | 0.330 |
| Internal | 455 uW |
| Total chip power | between 600 and 700 uW |
| Fmax achieved | around 160 MHz |
| Final wirelength | 7360 microns |
| Worst endpoint data arrival time | 6.26 ns |
| Number of cells in Yosys stat | 414 |
| Area grow syn2layout | 22.3% |
| Max-cap check violation count | 0 |
| RR Endpoint | out_psum_reg[15] |
| Port Buffer Count | 51 |
| Synthesis Warnings | 1 |
| Clock buffer depth | 2 |
| Latest clock arrival within the worst-skew pair | 0.28 ns |
| Crit. End Element | register |
| Setup ws final | 1.00 ns |
| Largest net degree at the start of global routing | 32 |
| Post-Synthesis Cell Area | 3560 sq um |
| WHS Endpoint | weight_reg[3] |
| Die height | 111 microns |
| Worst Path Required | ~7.3 ns |
| ANT nets after route | 0 |
| Maximum fanout along the worst path | 9 |
| Final setup fails | 0 |
| Post-CTS Resized | 0 |
| Reg2reg start | weight_reg[2] |
| Ant. Diodes | 0 |
| Root buffer cell | clkbuf_16 |
| Asr flop ratio synth | 0 |
| Grt total ovfl | 0 |
| Synth Seq Share | 0.180 |
| Clk slew on worst S/H paths | 0.06 ns |
| R2R cell count | 15 |
| Log Warnings | 25 |
| CP Launch Type | input pin |
| DP Wirelength | 6120 microns |
| Yosys stat area | 3560 sq um |
| CTS tree | yes |
| Leak pwr | 0.00216 uW |
| Max Clock Skew | 0.00241 ns |
| Post-CTS setup repair buffer count | 0 |
| CTS sink count | 32 |
| All-layer global routing usage | 0.130 |
| H-tree depth | 2 |
| Number of global-route vias before repair | 2691 |
| Sequential Power Share | 0.303 |
| Worst setup slack after placement | 0.727 ns |
| Setup TNS | 0 ns |
| Worst Hold Class | register to register |
| Clock power share | 0.310 |
| Via Count | 2806 |
| Pre-Place Util | 0.309 |
| Die X | 111 microns |
| Max-slew violation count | 0 |
| Share of layout cells above drive strength 1 | 0.0302 |
| R2r setup slk | 2.29 ns |
| Initial antenna violation count | 0 |
| Post-Syn Instances | approximately 410 |
| Comb pwr share | 0.387 |
| Library cells used by synthesis | 36 |
| WS Path Type | input pin to register |
| # IOs | approximately 52 |
[cell type report]
type / instances / area [sq um] / share of cell area
clock buffer: 5 / 125 / 0.0287
clock inverter: 3 / 18.8 / 0.00431
inverter: 98 / 368 / 0.0844
multi-input combinational: 272 / 2500 / 0.574
timing repair buffer: 53 / 526 / 0.121
sequential: 32 / 641 / 0.147
tap: 143 / 179 / 0.0410
[placed cells by master (no fill, tap or decap), types with 4 or more instances in the layout]
cell,instances
a21o_1,7
a21oi_1,18
and2_1,40
clkbuf_16,5
clkdlybuf4s50_1,51
dfxtp_1,32
fa_1,50
ha_1,35
inv_1,98
mux2i_1,6
nand2_1,48
nand3_1,8
nor2_1,15
nor2b_1,6
o22ai_1,6
xnor2_1,4
xor2_1,6
[worst max-delay path, cell delays in order]
cell and delay (ns):
clkdlybuf4s50_1 0.69, nand2_1 0.13, fa_1 0.52, inv_1 0.05, fa_1 0.44, fa_1 0.56
inv_1 0.06, fa_1 0.53, inv_1 0.04, ha_1 0.22, a21o_1 0.21, a221o_1 0.34
a21o_1 0.19, or3_1 0.37, a21o_1 0.19, mux2_4 0.29
[cell families (layout without fill, tap and decap cells)]
| logic type | count (synthesis) | count (layout) | synth area share |
|---|---|---|---|
| adder cells (fa/ha/maj) | 85 | 85 | 0.404 |
| multiplexers | 7 | 7 | 0.0211 |
| AND-OR/OR-AND | 43 | 43 | 0.0780 |
| AND/OR/NAND/NOR | 127 | 127 | 0.175 |
| buffers and inverters | 110 | 159 | 0.118 |
| flip-flops | 32 | 32 | 0.180 |
| XOR/XNOR | 10 | 10 | 0.0246 |
[worst max-delay path by stage]
stage | to | startpoint | slack, ns | cells after the start
4_1_cts | out_psum_reg[15] | io_in_act[7] | 1.02 | 16
5_1_grt | out_psum_reg[15] | io_in_act[5] | 0.81 | 16
6_report | out_psum_reg[15] | io_in_act[5] | 1.00 | 16
[through the flow]
step	util	area, sq um	hold slack [ns]	std cells
4_1_cts	0.379	4360	0.602	606
2_1_floorplan	-	3560	0.502	414
3_3_place_gp	0.366	4220	0.588	598
6_report	0.379	4360	0.608	606
5_1_grt	0.379	4360	0.647	606
3_5_place_dp	0.366	4220	0.596	598
[power groups by stage]
stage	Sequential (uW)	Clock [uW]	Combinational, uW
4_1_cts	206	216	267
6_report	206	211	263
5_1_grt	207	223	305
[synth_stat cells (all sizes together) (2+ instances only)]
library cell	number	area [sq um]
a21o	7	52.6
a21oi	18	90.1
a221o	2	21.3
and2	40	250
and3	2	12.5
buf	4	22.5
clkbuf	8	30.0
dfxtp	32	641
fa	50	1000
ha	35	438
inv	98	368
mux2i	6	60.1
nand2	48	180
nand3	8	40.0
nor2	15	56.3
nor2b	6	37.5
nor3	3	15.0
o21a	2	15.0
o22ai	6	37.5
or2	2	12.5
xnor2	4	35.0
xor2	6	52.6
[routing by layer]
metal	GRT usage	vias to the layer above	routed length [microns]
met4	0.0274	0	170
met5	0	-	0
met1	0.204	1346	3300
met2	0.195	88	3490
li1	-	1359	-
met3	0.0217	13	394
Power is estimated from default activity; no workload was simulated.
